==> design.v <==
`timescale 1ns / 1ps
module LecturaRTC(
    input [7:0] ADin,
	 input clock,
	 input reset,
	 input chs,
	 input format,
	 output reg [7:0] ADout,
    output reg ad,
    output reg wr,
    output reg rd,
    output reg cs,
	 output reg [7:0]hora,
	 output reg [7:0]min,
	 output reg [7:0]seg,
	 output reg [7:0]dia,
	 output reg [7:0]mes,
	 output reg [7:0]year,
	 output reg [7:0]horacrono,
	 output reg [7:0]mincrono,
	 output reg [7:0]segcrono,
	 output reg AmPm,
	 output reg Pup
    );
reg [5:0]cont;
reg [3:0]contadd;
reg [7:0]dir;
reg chsref;
always @(posedge clock)
begin
	if (reset)
	begin
	ad<=1'h1;
	wr<=1'h1;
	rd<=1'h1;
	cs<=1'h1;
	ADout<=8'hff;
	cont<=0;
	AmPm<=0;
	contadd<=0;
	hora<=8'b10000000;
	min<=0;
	seg<=0;
	dia<=0;
	mes<=0;
	year<=0;
	horacrono<=0;
	mincrono<=0;
	segcrono<=0;
	chsref<=0;
	dir<=8'hff;
	Pup<=0;
	end
	else if (chs>chsref) chsref<=chs;
	else if (chsref) 
	begin
	if (cont==0)
	begin
	case (contadd)
		4'b0000:dir<=8'hf0;
		4'b0001:dir<=8'h26;
		4'b0010:dir<=8'h25;
		4'b0011:dir<=8'h24;
		4'b0100:dir<=8'h23;
		4'b0101:dir<=8'h22;
		4'b0110:dir<=8'h21;
		4'b0111:dir<=8'h43;
		4'b1000:dir<=8'h42;
		4'b1001:dir<=8'h41;
		default dir<=8'hf0;
	endcase
	ad<=1;
	wr<=1;
	rd<=1;
	cs<=1;
	Pup<=0;
	cont<=cont+1'b1;
	end
	else if (cont==1)
	begin
		ad<=0;
		cont<=cont+1'b1;
	end
	else if(cont==2)
		begin
		cs<=0;
		cont<=cont+1'b1;
		end
	else if (cont==3)
		begin
		wr<=0;
		cont<=cont+1'b1;
		end
	else if (cont==4)
		begin
		Pup<=0;
		ADout<=dir;
		cont<=cont+1'b1;
		end
	else if (cont==9)
		begin
		wr<=1;
		cont<=cont+1'b1;
		end
	else if (cont==10)
		begin
		cs<=1;
		cont<=cont+1'b1;
		end
	else if (cont==11)
		begin
		ad<=1;
		cont<=cont+1'b1;
		end
	else if (cont==13)
		begin
		ADout<=8'hff;
		Pup<=1;
		cont<=cont+1'b1;
		end
	else if (cont==21)
		begin
		cs<=0;
		cont<=cont+1'b1;
		end
	else if (cont==22)
		begin
		rd<=0;
		cont<=cont+1'b1;
		end
	else if (cont==28)
		begin
		rd<=1;
		cont<=cont+1'b1;
		end
	else if (cont==29)
		begin
		case (contadd)
		4'b0001:year<=ADin;
		4'b0010:mes<=ADin;
		4'b0011:dia<=ADin;
		4'b0100:begin
					if (ADin[6:0]==7'h00&&format==1)hora[6:0]<=7'h12;
					else hora[6:0]<=ADin[6:0];
					hora[7]<=0;
					if (ADin[6:0]==7'h12&&format==1)AmPm<=1;
					else AmPm<=ADin[7];
					end
		4'b0101:min<=ADin;
		4'b0110:seg<=ADin;
		4'b0111:horacrono<=ADin;
		4'b1000:mincrono<=ADin;
		4'b1001:segcrono<=ADin;
		default ADout<=8'hff;
		endcase
		cs<=1;
		cont<=cont+1'b1;
		end
	else if (cont==40)
		begin
		cont<=0;
		contadd<=contadd+1'b1;
		end
	else cont<=cont+1'b1;
	if (contadd==10)
		begin
		contadd<=0;
		cont<=0;
		chsref<=0;
		Pup<=0;
		end
	end
	else
	begin
	ADout<=8'hff;
	cs<=1'h1;
	ad<=1'h1;
	wr<=1'h1;
	rd<=1'h1;
	cont<=0;
	contadd<=0;
	end
end
endmodule
==> run.sh <==
#!/bin/bash
# OpenROAD 26Q1-2900-gdf79404cd8, Yosys 0.63+post, stock flow scripts
make -C /OpenROAD-flow-scripts/flow DESIGN_CONFIG=/design/flow/config.mk WORK_HOME=/design/flow/orfs finish
==> config.mk <==
export PLATFORM = sky130hd
export DESIGN_NAME = LecturaRTC
export DESIGN_NICKNAME = LecturaRTC
export VERILOG_FILES = /design/flow/design.v
export SDC_FILE = /design/flow/constraint.sdc
export NUM_CORES = 4
export LEC_CHECK = 1
export CORE_UTILIZATION = 50
==> constraint.sdc <==
current_design LecturaRTC

set clk_period 2.8
set clk_io_pct 0.2

create_clock -name clk0 -period $clk_period [get_ports {clock}]

set non_clock_inputs [all_inputs -no_clocks]
set_input_delay [expr $clk_period * $clk_io_pct] -clock clk0 $non_clock_inputs
set_output_delay [expr $clk_period * $clk_io_pct] -clock clk0 [all_outputs]
==> flow_metrics.py <==
# Synthesis and PnR figures
metrics = {
    "die": {
        "core_area_sq_um": 8678,
        "die_area_sq_um": 9313,
        "die_x_um": 96.51,
        "fp-row-count": 34,
        "io_pins": 98,
        "die_height_um": 96.51,
        "fp_util_pct": 51.46,
    },
    "yosys": {
        "syn_inst": 486,
        "synth_chip_area_sq_um": 4466,
        "postSynthSeqShare_pct": 46.18,
        "synth_cell_types": 58,
        "netlist_area_sq_um": 4466,
        "ys_warn_count": 1,
        "synth-edff-count": 0,
        "numSynthFlops": 103,
        "syn_avg_cell_area_sq_um": 9.188,
        "ff_type": "dfxtp_1",
        "async_reset_ff_share_pct": 0,
        "yosys_cells": 486,
    },
    "critical_path": {
        "crit_fanout": 10,
        "setup.worst_path.end_class": "flip-flop",
        "r2r_setup_slack_ns": 0.53,
        "critPathRequiredTime_ns": 3.03,
        "startpoint_type": "flip-flop",
        "r2r-start": "cont[0]$_SDFFE_PP0N_",
        "r2r-end": "hora[4]$_SDFFE_PP0P_",
        "worstSetupPathType": "flip-flop to flip-flop",
        "r2r_cells": 7,
        "worstPathArrival_ns": 2.51,
    },
    "route": {
        "highest_layer": "met4",
        "met3_length_um": 781,
        "met1_length_um": 5111,
        "vias": 3658,
        "viasPerCell": 5.395,
        "remaining_drc_errors": 0,
        "routed_wirelength_um": 10960,
        "ant_nets": 0,
        "routedWlPerCell_um": 16.16,
        "dr.pass1.iters": 4,
        "diodes": 0,
        "drt_iter0_drc": 139,
        "wl_met2_um": 4911,
    },
    "worst_hold_path": {
        "hold_end": "dir[3]$_SDFFE_PP1P_",
        "worstHoldStart": "dir[3]$_SDFFE_PP1P_",
        "holdPathStages": 1,
        "hp-class": "flip-flop to flip-flop",
    },
    "sta": {
        "slew_violations": 0,
        "finalClockSkew_ns": 0.01761,
        "worst_pin_slew_ns": 0.6137,
        "setup_viol": 0,
        "fmax_ghz": 0.4399,
        "relSlewSlack_pct": 59.08,
        "rsz0062_at_grt": "no",
        "finalHoldViolations": 0,
        "final.setup.tns_ns": 0,
        "post-route-min-period_ns": 2.273,
        "hold_ws_ns": 0.4613,
        "finalCritPeriodShare_pct": 81.18,
    },
    "cts": {
        "numCtsBuffers": 9,
        "htreeDepth": 3,
        "post_cts_buffers": 0,
        "cts_tree": "built",
        "cts-root-buf": "clkbuf_8",
        "worstSkewPairLatency_ns": 0.37,
        "cts.path.max_buffers": 2,
        "cts_sinks": 103,
        "holdBufCountCts": 0,
        "ctsResizeCount": 0,
        "clk_pin_slew_worst_paths_ns": 0.10,
    },
    "pwr": {
        "internal-power_uw": 1901,
        "p_total_uw": 2571,
        "p_sw_uw": 670.5,
        "seq_power_share_pct": 57.9,
        "leakage_uw": 0.002402,
        "switching_share_pct": 26.08,
        "vdd_ir_drop_max_mv": 0.2902,
        "p_clk_share_pct": 36.2,
        "p_comb_share_pct": 5.9,
        "power-per-cell-area_nw_per_um2": 455.4,
    },
    "global_routing": {
        "grt_antenna_before_repair": 0,
        "grt-ovfl-total": 0,
        "grt_pass1_wl_um": 16790,
        "grt_max_degree": 38,
        "grt_pass1_vias": 3336,
        "track_usage_pct": 24.33,
    },
    "status": {
        "status": "complete, no violations",
    },
    "place": {
        "dp.cells": 662,
        "gp_congestion": 0.9046,
        "port_buffers": 97,
        "dpl.hpwl_um": 7259,
        "placed_area_sq_um": 5444,
    },
    "job": {
        "warning_count": 29,
        "cap_viol_max_count": 0,
    },
    "layout": {
        "fillers": 738,
        "layoutNonFillerInstCount": 678,
        "syn_to_final_growth_pct": 26.42,
        "layout-drive-gt1-share_pct": 7.719,
        "fin_area_sq_um": 5645,
    },
}
==> cell usage in the layout, fill, tap and decap left out, types with 2 or more instances in the layout <==
| cell | instances |
|---|---|
| nand3_1 | 7 |
| buf_4 | 12 |
| a21o_1 | 3 |
| nor4_1 | 6 |
| a21oi_1 | 24 |
| nor3b_1 | 2 |
| a22oi_1 | 4 |
| nor2b_1 | 9 |
| o22ai_1 | 2 |
| nand4b_1 | 2 |
| a31oi_1 | 4 |
| and4_1 | 2 |
| and3_1 | 5 |
| clkinv_4 | 2 |
| clkdlybuf4s50_1 | 96 |
| o211ai_1 | 2 |
| nand3_2 | 6 |
| a41oi_1 | 2 |
| inv_1 | 4 |
| clkbuf_8 | 10 |
| nand2_1 | 24 |
| a311oi_1 | 4 |
| nand4_1 | 3 |
| a211o_1 | 6 |
| nand2b_1 | 7 |
| ha_1 | 4 |
| nor2_1 | 105 |
| dfxtp_1 | 103 |
| a211oi_1 | 2 |
| mux2_2 | 2 |
| o21ai_1 | 2 |
| nor3_1 | 8 |
| o21bai_1 | 2 |
| inv_8 | 2 |
| mux2i_1 | 64 |
| o21ai_0 | 4 |
==> layout make-up <==
class | count | area [sq um] | area share (%)
multi-input cells | 339 | 2181 | 38.63
inverters | 4 | 15.01 | 0.2660
clock inverters | 6 | 63.81 | 1.130
well taps | 108 | 135.1 | 2.394
clock buffers | 10 | 137.6 | 2.438
repair buffers | 108 | 1051 | 18.62
flip-flops and latches | 103 | 2062 | 36.52
==> sequential cells by signal, summed over array words and instances, names as in the netlist <==
| name | cells |
|---|---|
| ADout | 7 |
| AmPm | 1 |
| Pup | 1 |
| ad | 1 |
| chsref | 1 |
| cont | 6 |
| contadd | 4 |
| cs | 1 |
| dia | 8 |
| dir | 7 |
| hora | 8 |
| horacrono | 8 |
| mes | 8 |
| min | 8 |
| mincrono | 8 |
| rd | 1 |
| seg | 8 |
| segcrono | 8 |
| wr | 1 |
| year | 8 |
==> how the worst max path moves through the flow <==
stage | slack [ns] | end | cells after the start | startpoint
after CTS | 0.55 | hora[4]$_SDFFE_PP0P_ | 7 | cont[0]$_SDFFE_PP0N_
after global routing | 0.33 | AmPm$_SDFFE_PP0P_ | 7 | cont[0]$_SDFFE_PP0N_
final | 0.53 | hora[4]$_SDFFE_PP0P_ | 7 | cont[0]$_SDFFE_PP0N_
==> Yosys cell counts, types with 2 or more instances <==
| cell | count | area share [%] |
|---|---|---|
| a211o_1 | 6 | 1.2 |
| a211oi_1 | 2 | 0.34 |
| a21o_1 | 3 | 0.50 |
| a21oi_1 | 24 | 2.7 |
| a22oi_1 | 4 | 0.67 |
| a311oi_1 | 4 | 0.78 |
| a31oi_1 | 4 | 0.56 |
| a41oi_1 | 2 | 0.39 |
| and3_1 | 5 | 0.70 |
| and4_1 | 2 | 0.39 |
| buf_2 | 13 | 1.5 |
| buf_4 | 3 | 0.50 |
| buf_6 | 4 | 1.0 |
| clkbuf_1 | 19 | 1.6 |
| dfxtp_1 | 103 | 46 |
| ha_1 | 4 | 1.1 |
| inv_1 | 4 | 0.34 |
| mux2_2 | 2 | 0.50 |
| mux2i_1 | 64 | 14 |
| nand2_1 | 24 | 2.0 |
| nand2b_1 | 7 | 0.98 |
| nand3_1 | 7 | 0.78 |
| nand3_2 | 6 | 1.3 |
| nand4_1 | 3 | 0.42 |
| nand4b_1 | 2 | 0.39 |
| nor2_1 | 105 | 8.8 |
| nor2b_1 | 9 | 1.3 |
| nor3_1 | 8 | 0.90 |
| nor3b_1 | 2 | 0.34 |
| nor4_1 | 6 | 0.84 |
| o211ai_1 | 2 | 0.34 |
| o21ai_0 | 4 | 0.45 |
| o21ai_1 | 2 | 0.22 |
| o21bai_1 | 2 | 0.34 |
| o22ai_1 | 2 | 0.28 |
==> power groups by stage <==
stage,sequential (uW),clock [uW],combinational [uW]
CTS,1490,954,151
global route,1490,1010,165
finish,1490,931,152
==> metrics by stage <==
stage	setup slack [ns]	utilization (%)
6_report	0.5269	65.05
5_1_grt	0.3278	65.05
4_1_cts	0.5454	65.05
3_5_place_dp	0.5636	62.73
3_3_place_gp	0.6025	62.73
2_1_floorplan	0.8543	-
==> per-layer routing <==
layer / vias up / track usage [%]
met1: 1700 / 35.57
met3: 14 / 7.717
met4: 0 / 3.676
li1: 1848 / -
met2: 96 / 37.09
met5: - / 0
==> logic make-up (layout without fill, tap and decap cells) <==
logic type / Yosys count / after routing / share of synthesized area (%)
DFF: 103 / 103 / 46.18
muxes: 66 / 66 / 14.85
and+or+nand+nor: 197 / 197 / 21.60
buffers and inverters: 44 / 128 / 4.987
xor gates and xnor gates: 1 / 1 / 0.1962
adders and majority gates: 4 / 4 / 1.121
AOI/OAI and AO/OA: 71 / 71 / 11.07
==> critical path: stages, from the launching register on <==
cell and delay, ns:
dfxtp_1 0.46, ha_1 0.36, and3_1 0.28, and4_1 0.23, buf_4 0.18, nand3_1 0.30
nor3_1 0.28, nor3_1 0.06
No activity file was given, so power comes from the tool's default toggle rates.
